$ cat /design/flow/run.sh
#!/bin/bash
# OpenROAD 26Q1-2900-gdf79404cd8, Yosys 0.63+post, stock flow scripts
make -C /OpenROAD-flow-scripts/flow DESIGN_CONFIG=/design/flow/config.mk WORK_HOME=/design/flow/orfs finish
$ cat /design/flow/config.mk
export PLATFORM = sky130hd
export DESIGN_NAME = PCcircuitry
export DESIGN_NICKNAME = PCcircuitry
export VERILOG_FILES = /design/flow/design.v
export SDC_FILE = /design/flow/constraint.sdc
export NUM_CORES = 4
export LEC_CHECK = 1
export CORE_AREA = 10 10 114 114
export DIE_AREA = 0 0 124 124
$ cat /design/flow/constraint.sdc
current_design PCcircuitry

set clk_period 18.7
set clk_io_pct 0.2

create_clock -name clk0 -period $clk_period

set non_clock_inputs [all_inputs -no_clocks]
set_input_delay [expr $clk_period * $clk_io_pct] -clock clk0 $non_clock_inputs
set_output_delay [expr $clk_period * $clk_io_pct] -clock clk0 [all_outputs]
$ cat /design/flow/design.v
`timescale 1ns / 1ps
module FA1b(
	input A,
    input B,
    input Cin,
    output Sum,
    output Cout);
    assign {Cout, Sum} = A + B + Cin;
endmodule
`timescale 1ns / 1ps
module Mul16b2x1(
	input addr,
	input [15:0] D0,
	input [15:0] D1,
	output [15:0] F);
    genvar i;
    generate
        for (i = 0; i < 16; i = i + 1) begin: mux
            Mul2x1 M1(
                .addr(addr),
                .I0(D0[i]),
                .I1(D1[i]),
                .O(F[i])
            );
        end
    endgenerate
endmodule
`timescale 1ns / 1ps
module Mul16b4x1(
	input [1:0] addr,
	input [15:0] D0,
	input [15:0] D1,
    input [15:0] D2,
    input [15:0] D3,
	output reg [15:0] F);
    always @(*) begin
        case (addr)
            2'b00: F = D0;
            2'b01: F = D1;
            2'b10: F = D2;
            2'b11: F = D3;
            default: F = 16'b0;  
        endcase
    end
endmodule
`timescale 1ns / 1ps
module Mul2x1(
    input addr,
    input I0,
    input I1,
    output O);
	assign O = (addr) ? I1 : I0;
endmodule
`timescale 1ns / 1ps
module PCFA2c(
	input [15:0] A,
    input [15:0] B,
    input Cin,
    output [15:0] Sum
    );
	wire [15:0] C;	 
    genvar i;
    generate
        for (i=0; i<16; i=i+1) begin: FAchain
            if (i==0) begin
                FA1b FA1b_0(
                    .A(A[i]),
                    .B(B[i]),
                    .Cin(Cin),
                    .Sum(Sum[i]),
                    .Cout(C[i])
                );
            end else begin
                FA1b FA1b_others(
                    .A(A[i]),
                    .B(B[i]),
                    .Cin(C[i-1]),
                    .Sum(Sum[i]),
                    .Cout(C[i])
                );
            end
        end
    endgenerate
endmodule
`timescale 1ns / 1ps
module PCcircuitry(
	input [15:0] PC,
    input [10:0] Ins,
    input Branch,
    input [1:0] Jump,
    input [15:0] Rm,
    input [15:0] Rd,
    output [15:0] PCplus1_mul,
    output [15:0] nextPC
    );
	wire [15:0] PCBranch;	 
    wire [15:0] PCFA;        
    PCFA2c PCFA2c_0(
        .A(16'h0001),
        .B(PC),
        .Cin(1'b0),
        .Sum(PCplus1_mul)
    );
    PCFA2c PCFA2c_1(
        .A(PC),
        .B({{8{Ins[7]}}, Ins[7:0]}),  
        .Cin(1'b0),
        .Sum(PCBranch)
    );
    Mul16b2x1 BranchOrNot(
        .addr(Branch),	         
        .D0(PCplus1_mul),		 
        .D1(PCBranch),			 
        .F(PCFA));			     
    Mul16b4x1 NextPCchoose(
        .addr(Jump),			 
        .D0(PCFA),				 
        .D1({PC[15:11], Ins}),	 
        .D2(Rm),				 
        .D3(Rd),				 
        .F(nextPC));			 
endmodule
==> impl_metrics.ini <==
; synthesis and place-and-route metrics
[floorplanning]
die-area_mm2 = 0.01538
fp.dieH_um = 124
fp.coreArea_mm2 = 0.01042
io_pins = 94
die_w_um = 124
rows = 37
fp-utilization = 0.1235

[setup_path]
cp_max_fo = 4
startpoint = PC[0]
crit_type = input port to output pin
worstPathArrival_ns = 10.96
startpoint_type = input port
end_kind = output pin
worstPathRequired_ns = 14.96

[job]
tool_warnings = 32
max_cap_violations = 0

[clock_tree]
cts_resized = 0
cts_hold_buf = 0
postCtsSetupBuffers = 0

[logic_synthesis]
syn-cell-area_mm2 = 0.001286
yosys.area_share.xor_xnor = 0.01362
ys_sh_simple = 0.03696
yosysCellCount = 100
syn_inst = 100
synthDistinctLibCells = 20
adder_share = 0.3638
yosys_area_mm2 = 0.001286
ys_warn_count = 1
postSynthSeqShare = 0
topCombFamilyByArea = multiplexers
aoi_share = 0.01848
syn-mean-instance-area_um2 = 12.86
mux_share = 0.4222

[sta]
setup_tns_ns = 0
tightest_slew_ns = 0.3560
finalMaxSlewViolations = 0
hold_violations = 0
fmax_ghz = 0.06801
whs_ns = 8.470
setup_viol = 0
period_used_share = 0.7864
rsz0062_at_grt = no
relSlewSlack = 0.7627
fin_crit_ns = 14.70

[finish]
seq_cells = 0
area_growth_pct = 75.68
clock_buffers = 0
drive_gt1_frac = 0.1818
nFillCells = 1124
final_util = 0.2169
design_area_mm2 = 0.002260
regArea_um2 = 0

[route]
drt_iter0_markers = 23
num_vias = 1096
antenna_cells = 0
drc = 0
viasPerCell = 3.513
wl_per_cell_um = 15.41
drt_wl_total_mm = 4.809
ant_nets = 0
dr.pass1.iters = 4

[pwr]
power_leakage_uw = 0.0008852
powerDensity_mw_per_mm2 = 25.19
max-vdd-ir-drop_mv = 0.009316

[global_routing]
overflow = 0
grt_pass1_wl_mm = 7.272
grt_max_degree = 21
grt_use_total = 0.06176
grt_antenna_before_repair = 0
grt_pass1_vias = 1263

[status]
status = complete, no violations

[placement]
post_dp_cell_area_mm2 = 0.002260
dp_hpwl_mm = 4.236
port_buffers = 94
gp_congestion = 0.8543

[min_path]
min_from = PC[0]
hold_path_class = input port to output pin
[metal layers]
metal  track usage  wire, um  vias to the layer above
met5             0         0                        -
met4      0.002158         0                        0
met3       0.02847       667                        0
met2        0.1023      2204                       65
met1       0.07666      1936                      514
li1              -         -                      517
[cells in the mapped netlist]
cell	n	area (um2)
nor2_1	3	11.26
buf_4	18	135.1
mux2i_1	1	10.01
ha_1	15	187.7
fa_1	14	280.3
nand3_1	1	5.000
xor2_1	1	8.760
xnor2_1	1	8.760
nand2_1	2	7.510
buf_2	2	10.01
inv_1	5	18.77
a2111oi_0	1	8.760
mux4_2	15	337.8
and4b_1	1	10.01
mux2_4	13	195.2
a21oi_1	2	10.01
o21ai_0	1	5.000
nor3b_1	1	7.510
nand2b_1	1	6.260
buf_6	2	22.52
[cells in the final DEF (no fill, tap or decap), drive strengths merged, types with 2 or more instances in the layout]
master	Yosys	layout
nor2	3	3
mux2	13	13
a21oi	2	2
inv	5	5
nand2	2	2
buf	22	4
clkdlybuf4s50	0	94
fa	14	14
ha	15	15
mux4	15	15
[worst max-delay path, cell delays in order]
cell and delay (ns):
clkdlybuf4s50_1 0.47, ha_1 0.22, inv_1 0.06, fa_1 0.15, inv_1 0.05, fa_1 0.37
fa_1 0.39, fa_1 0.39, fa_1 0.39, fa_1 0.39, fa_1 0.39, fa_1 0.39
fa_1 0.39, fa_1 0.41, fa_1 0.39, fa_1 0.42, fa_1 0.39, fa_1 0.44
mux2_4 0.26, mux4_2 0.45, clkdlybuf4s50_1 0.42
[metrics by stage]
| step | setup WS, ns | power (uW) | std cells |
|---|---|---|---|
| 3_3_place_gp | 3.959 | 57.88 | 312 |
| 2_1_floorplan | 5.173 | 27.11 | 100 |
| 6_report | 3.995 | 56.92 | 312 |
| 3_5_place_dp | 3.933 | 57.99 | 312 |
| 5_1_grt | 3.670 | 62.78 | 312 |
| 4_1_cts | 3.927 | 58.53 | 312 |
[kinds of logic after synthesis]
kind of cell    after synthesis
fa+ha+maj                    29
buf+inv                      27
mux                          29
compound gates                4
simple gates                  9
xor+xnor                      2
[worst paths after layout]
path / end / cells past startpoint / slack (ns)
hold / removal: PCplus1_mul[0] / 3 / 8.47
setup / recovery: nextPC[14] / 21 / 4.00
[power by group]
group | switching (uW) | internal (uW)
registers | 0 | 0
clock network | 0 | 0
logic | 16.5 | 40.4
total | 16.5 | 40.4
[cell type report]
class              count  area [um2]  share of cell area
inverters              5       18.77            0.008306
multi-input cells     73        1100              0.4867
repair buffers        98       970.9              0.4297
well taps            136       170.2             0.07530
Power figures rest on the tool's default switching activity, not on a simulated workload.
