### ./run.sh
#!/bin/bash
# OpenROAD 26Q1-2900-gdf79404cd8, Yosys 0.63+post, stock flow scripts
make -C /OpenROAD-flow-scripts/flow DESIGN_CONFIG=/design/flow/config.mk WORK_HOME=/design/flow/orfs finish
### ./config.mk
export PLATFORM = sky130hd
export DESIGN_NAME = Controller
export DESIGN_NICKNAME = Controller
export VERILOG_FILES = /design/flow/design.v
export SDC_FILE = /design/flow/constraint.sdc
export NUM_CORES = 4
export LEC_CHECK = 1
export CORE_AREA = 10 10 75 75
export DIE_AREA = 0 0 85 85
### ./constraint.sdc
current_design Controller

set clk_period 2.1
set clk_io_pct 0.2

create_clock -name clk0 -period $clk_period

set non_clock_inputs [all_inputs -no_clocks]
set_input_delay [expr $clk_period * $clk_io_pct] -clock clk0 $non_clock_inputs
set_output_delay [expr $clk_period * $clk_io_pct] -clock clk0 [all_outputs]
### ./design.v
`timescale 1ns / 1ps
module Controller(
    input clk,          input Rst,
    input [15:8] InsM,  input [1:0] InsL,   input [1:0] PSW_NZC,
    output Buff_PC,     output PCplus1orWB, output [1:0] Jump,  output Branch,
    output Buff_MEMIns, output MEMresource, output WE_MEM,
    output WBresource,  output RBresource,  output WE_RF,
    output Buff_OutR,   output Buff_PSW,    output OprandB,     output Flag, output ALUop, 
    output LIorMOV,     output ALUorNot,    output LI,
    output Done
    );
    wire [2:0] Cnt;
    wire clk_done;
    assign clk_done= clk & (~Done);
    TimingGenerator TG(
        .clk(clk_done), .Rst(Rst), .LastStage(Buff_PC),
        .Cnt(Cnt)
    );
    InsDecoder ID(
        .Rst(Rst),
        .InsM(InsM), .InsL(InsL),
        .Cnt(Cnt), .PSW_NZC(PSW_NZC),
        .Buff_PC(Buff_PC), .PCplus1orWB(PCplus1orWB), .Branch(Branch), .Jump(Jump), 
        .WE_MEM(WE_MEM), .MEMresource(MEMresource), .Buff_MEMIns(Buff_MEMIns),
        .WE_RF(WE_RF), .RBresource(RBresource), .WBresource(WBresource),
        .Buff_OutR(Buff_OutR), .Buff_PSW(Buff_PSW), .Flag(Flag), .ALUop(ALUop), .OprandB(OprandB),
        .ALUorNot(ALUorNot), .LI(LI), .LIorMOV(LIorMOV),
        .Done(Done)
    );
endmodule
`timescale 1ns / 1ps
module InsDecoder(
    input Rst,
    input [15:8] InsM,
    input [1:0] InsL,
    input [2:0] Cnt,
    input [1:0] PSW_NZC,
    output reg Branch,
    output reg [1:0] Jump,
    output reg Buff_PC,
    output reg MEMresource,
    output reg ALUorNot,
    output reg LIorMOV,
    output reg WE_MEM,
    output reg Buff_MEMIns,
    output reg OprandB,
    output reg RBresource,
    output reg WBresource,
    output reg LI,
    output reg Buff_OutR,
    output reg PCplus1orWB,
    output reg WE_RF,
    output reg Flag,
    output reg ALUop,
    output reg Buff_PSW,
    output reg Done
    );
    reg branch_condition;
    reg sub_condition;
    reg PCplus1orWB_condition;
    reg OprandB_condition;
    reg RBresource_condition1, RBresource_condition2;
    reg WE_RF_condition1, WE_RF_condition2;
    reg Buff_PC_condition1, Buff_PC_condition2, Buff_PC_condition3, Buff_PC_condition4;
    always @(*) begin
        if( (Rst == 0) && (InsM[15:12]==4'b1001) ) Jump[1] = 1'b1;
        else Jump[1] = 1'b0;
    end
    always @(*) begin
        if( (Rst == 0) && ((InsM[15:11]==5'b10011)||(InsM[15:11]==5'b10000)) ) Jump[0] = 1'b1;
        else Jump[0] = 1'b0;
    end
    always @(*) begin
        branch_condition = (InsM[11:8] == 4'b1110) 
            || (InsM[8] ^ ( (PSW_NZC[1] && (~InsM[9]))
            || (PSW_NZC[0] && InsM[9]) ));
        if(Rst) Branch = 1'b0;
        else if ( ( {InsM[15:12], branch_condition} == 5'b11001 )
            || (InsM[15:11] == 5'b10001) ) Branch = 1'b1;
        else Branch = 1'b0;
    end
    always @(*) begin
        sub_condition = ({InsM[15:14], InsM[11]} == 3'b010)
            || ({InsM[15:11], InsL[1:0]} == 7'b0011001)
            || ({InsM[15:11], InsL[1]} == 6'b000001);
        if ({Rst, Cnt[2:0], sub_condition}==5'b00101) ALUop = 1'b1;
        else ALUop = 1'b0;
    end
    always @(*) begin
        if({Rst, Cnt[2:0], InsM[15:11], InsL[0]} == 15'b0010_00000_1) Flag = 1'b1;
        else Flag = 1'b0;
    end
    always @(*) begin
        PCplus1orWB_condition = ~(InsM[15:11] == 5'b11100);
        if({Rst, Cnt[2:0], PCplus1orWB_condition} == 5'b01001) PCplus1orWB = 1'b1;
        else PCplus1orWB = 1'b0;
    end
    always @(*) begin
        if({Rst, Cnt[2:0], InsM[15:11]} == 9'b0001_00001) LI = 1'b1;
        else LI = 1'b0;
    end
    always @(*) begin
        OprandB_condition = (InsM[15:11] == 5'b01000)
            || ({InsM[15:14], InsM[12:11]} == 4'b0011)
            || ({InsM[15:13], InsM[11]} == 4'b0011);
        if({Rst, Cnt[2:0], OprandB_condition} == 5'b0001_1) OprandB = 1'b1;
        else OprandB = 1'b0;
    end
    always @(*) begin
        RBresource_condition1 = (InsM[15:11] == 5'b00001) || (InsM[15:11] == 5'b 10011);
        RBresource_condition2 = (InsM[15:11] == 5'b00101) || ({InsM[15:11], InsL[1:0]} == 7'b00110_00);
        case (Cnt)
            3'b001: RBresource = (Rst? 1'b0 : RBresource_condition1);
            3'b010: RBresource = (Rst? 1'b0 : RBresource_condition2);
            default: RBresource = 1'b0;
        endcase
    end
    always @(*) begin
        WE_RF_condition1 = (~(InsM[15:11] == 5'b11100)) && (Cnt[2:0] == 3'b100);
        WE_RF_condition2 = ( (InsM[15:11] == 5'b10010) || (InsM[15:11] == 5'b10001) )
                            && (Cnt[2:0] == 3'b001);
        if (Rst) WE_RF = 1'b0;
        else WE_RF = WE_RF_condition1 || WE_RF_condition2;
    end
    always @(*) begin
        if( ({Rst, Cnt[2:0]} == 4'b0100) &&
            ( (InsM[15:11] == 5'b00011) || (InsM[15:11] == 5'b00100) ) )WBresource = 1'b1;
        else WBresource = 1'b0;
    end
    always @(*) begin
        Buff_PC_condition1 = ({InsM[15:11], InsL[0]} == 6'b111000) || ({InsM[15], InsM[13]} == 2'b10);
        Buff_PC_condition2 = ({InsM[15:11], InsL[1:0]} == 7'b00110_01);
        Buff_PC_condition3 = ({InsM[15:11], InsL[1:0]} == 7'b00110_00) || (InsM[15:11] == 5'b00101);
        Buff_PC_condition4 = (InsM[15:13] == 3'b000) || (InsM[15:11] == 5'b00100) || (InsM[15:13] == 3'b010) || (InsM[13:11] == 3'b111);
        if(Rst) Buff_PC = 1'b0;
        else begin
            case (Cnt)
                3'b001: Buff_PC = Buff_PC_condition1;
                3'b010: Buff_PC = Buff_PC_condition2;
                3'b011: Buff_PC = Buff_PC_condition3;
                3'b100: Buff_PC = Buff_PC_condition4;
                default: Buff_PC = 1'b0;
            endcase
        end
    end
    always @(*) begin
        if ({Rst, Cnt[2:0]} == 4'b0010) begin
            case(InsM[15:11])
                5'b00000: Buff_PSW = 1'b1;
                5'b00111: Buff_PSW = 1'b1;
                5'b01000: Buff_PSW = 1'b1;
                5'b00110: Buff_PSW = InsL[0] & (~InsL[1]);
                default: Buff_PSW = 1'b0;
            endcase
        end else begin
            Buff_PSW = 1'b0;
        end
    end
    always @(*) begin
        Buff_MEMIns = Rst || (Cnt[2:0] == 3'b000);
    end
    always @(*) begin
        if({Rst, Cnt[2:0]} == 4'b0011) begin
            case (InsM[15:11])
                5'b00101: WE_MEM = 1'b1;
                5'b00110: WE_MEM = ~|(InsL);
                default: WE_MEM = 1'b0;
            endcase
        end
        else WE_MEM = 1'b0;
    end
    always @(*) begin
        LIorMOV = (InsM[15:11] == 5'b01011) && (Cnt[2:0] == 3'b011) && (Rst == 1'b0);
    end
    always @(*) begin
        if({Rst, Cnt[2:0]} == 4'b0011) begin
            case (InsM[15:11])
                5'b00001: ALUorNot = 1'b1;
                5'b00010: ALUorNot = 1'b1;
                5'b01011: ALUorNot = 1'b1;
                default: ALUorNot = 1'b0;
            endcase
        end else ALUorNot = 1'b0;
    end
    always @(*) begin
        if({Rst, Cnt[2:0]} == 4'b0011) begin
            case (InsM[15:11])
                5'b00011: MEMresource = 1'b1;
                5'b00100: MEMresource = 1'b1;
                5'b00101: MEMresource = 1'b1;
                5'b00110: MEMresource = ~|(InsL);
                default: MEMresource = 1'b0;
            endcase
        end else MEMresource = 1'b0;
    end
    always @(*) begin
        Buff_OutR = (Rst == 1'b0) && (InsM[15:11] == 5'b11100)
                    && (InsL[1:0] == 2'b00) && (Cnt[2:0] == 3'b001);
    end
    always @(*) begin
        Done = (Rst == 1'b0) && (Cnt[2:1] == 2'b01)
                && (InsM[15:11] == 5'b11100) && (InsL[1:0] == 2'b01);
    end
endmodule
`timescale 1ns / 1ps
module TimingGenerator(
    input clk,
    input Rst,
    input LastStage,
    output [2:0] Cnt
    );
    reg [2:0] Cnt;
    wire OR_LastStageRst;
    assign OR_LastStageRst = LastStage | Rst;
    always @(posedge clk) begin
        if(OR_LastStageRst) Cnt <= 3'b000;
        else begin
            Cnt <= Cnt + 1;
        end
    end
endmodule
==> impl_metrics.tcl <==
# implementation run metrics
set metrics [dict create \
    status "finished with violations" \
    violations "setup timing" \
    crit_chain "buf_6, buf_6, buf_4, buf_4, nand2_1, nor3_2, clkdlybuf4s50_1" \
    end_kind "output port" \
    rows 23 \
    dieArea_sq_um 7230 \
    drc 0 \
    tightest_slew_ns 0.280 \
    synthArstFlopShare 0 \
    period_used_share 1.00 \
    fp-utilization 0.168 \
    fin_ws_ns -0.00992 \
    warning_count 36 \
    grt_pass1_wl_microns 5610 \
    grt_max_degree 9 \
    dp_hpwl_microns 2350 \
    ys_warn_count 2 \
    hold_path_class "in2out" \
    layout_top_cells "44 x buf_4, 11 x nand2_1, 9 x buf_2" \
    antenna_found_initial 0 \
    ys_cells 104 \
    layout_top_cell "buf_4" \
    grt-ovfl-total 0 \
    powerDensity_nw_per_um2 130 \
    die_h_microns 85 \
    via_per_inst 4.72 \
    max_stage_delay_ns 0.49 \
    io_pins 34 \
    syn_avg_cell_area_sq_um 6.57 \
    flop_cell "dfxtp_1" \
    num-fill-cells 378 \
    setup_viol 1 \
    drv_cap 0 \
    untimed_endpoints 3 \
    postRouteAntennaNets 0 \
    vias 1099 \
    worstPathRequired_ns 1.68 \
    holdBufCountCts 0 \
    hold_viol 0 \
    slew_headroom 0.812 \
    grtUsageTotal 0.0911 \
    synth_area_sq_um 683 \
    slowest_stage "clkdlybuf4s50_1" \
    dr.pass1.iters 5 \
    crit_end "LIorMOV" \
    antennaDiodeCount 0 \
    crit_start "InsM[11]" \
    grt_pass1_vias 1094 \
    ys.flops 3 \
    core_sq_um 4060 \
    edf_count 0 \
    largest_reg_flops 3 \
    topCellsByArea "ha_1 9.2%, dfxtp_1 8.8%, nand2_1 7.7%" \
    worst_hold_slack_ns 1.25 \
    first_iter_violations 57 \
    drv_slew 0 \
    wl_per_cell_microns 15.6 \
    max_flop_register "TG.Cnt" \
    critPathLaunchType "input port" \
    ys_chip_area_sq_um 683 \
    die-width_microns 85 \
    vdd_ir_drop_max_mv 0.0374 \
    cp_max_fo 5 \
    worst_ep_arrival_time_ns 1.69 \
    postSynthSeqShare 0.0879 \
    layout-drive-gt1-share 0.541 \
    reg_top3 "TG.Cnt x3" \
    synthCells 104 \
    ys_types 39 \
    yosysTopAreaCell "ha_1" \
    io_buffers 34 \
    max_clock_freq_ghz 0.474 \
    unclocked_regs 3 \
    period_minus_slack_ns 2.11 \
    syn_to_final_growth_pct 131 \
    netlist.area_leader.share 0.0916 \
    totalWireLength_microns 3640 \
    worstSetupPathType "in2out" \
    finalWeightedCongestion 0.939 \
    setup_tns_ns -0.00992 \
    p_leak_nw 0.766 \
]
[how the worst min path moves through the flow]
stage / cells past startpoint / slack (ns) / start / endpoint
finish: 4 / 1.25 / InsM[15] / ALUorNot
global route: 4 / 1.26 / Rst / Buff_PC
CTS: 4 / 1.32 / InsL[0] / Buff_OutR
[per-layer routing]
layer / part of all wire / GRT usage / up-vias
met5: 0 / 0 / -
met2: 0.48 / 0.145 / 41
met3: 0.065 / 0.0173 / 0
met4: 0 / 0.00449 / 0
li1: - / - / 533
met1: 0.46 / 0.129 / 525
[what timing repair did]
item                                    in CTS  in global routing
endpoints found under the setup margin      20                 14
gates resized                               94                 21
hold endpoints to repair                     0                  0
gates cloned                                 1                  0
buffers inserted                            20                  2
pin swaps                                   20                 14
[final cells by class]
| cell class | instances | area, sq um | area share |
|---|---|---|---|
| Inverter | 7 | 26.3 | 0.0167 |
| Multi-Input combinational cell | 88 | 744 | 0.472 |
| Timing Repair Buffer | 85 | 684 | 0.434 |
| Sequential cell | 3 | 60.1 | 0.0381 |
| Tap cell | 50 | 62.6 | 0.0397 |
[critical path: cells and delay by family]
family,cells,cell delay (ns)
buffers and inverters,5,0.93
and+or+nand+nor,2,0.33
[report_power, final]
| part | total [mW] | internal (mW) | switching, mW |
|---|---|---|---|
| logic | 0.199 | 0.108 | 0.0908 |
| clock network | 0 | 0 | 0 |
| registers | 0.00598 | 0.00411 | 0.00187 |
[kinds of logic (layout without fill, tap and decap cells)]
group,Yosys count,in the layout,share of synthesized area
DFF,3,3,0.0879
AOI/OAI and AO/OA,21,21,0.222
and+or+nand+nor,59,59,0.476
xor gates and xnor gates,2,2,0.0256
adders and majority gates,5,5,0.0916
muxes,1,1,0.0147
buffers and inverters,13,92,0.0824
[per-stage QoR]
step,setup slack (ns),cells,cell area [sq um],power (mW),utilization
floorplan,0.366,104,683,0.0614,-
global placement,-0.712,210,1270,0.144,0.312
detailed placement,-0.707,210,1270,0.143,0.312
CTS,-0.124,231,1560,0.192,0.385
global route,-0.0441,233,1580,0.218,0.389
finish,-0.00992,233,1580,0.205,0.389
[Yosys cell counts, drive strengths merged (2+ instances only)]
master / instances
nand2: 14
nor2: 13
inv: 7
a21oi: 5
ha: 5
nor4: 5
o21ai: 5
buf: 4
nor3: 4
nor3b: 4
and3: 3
dfxtp: 3
nand3: 3
a21o: 2
and2: 2
and4: 2
clkbuf: 2
nor2b: 2
or4b: 2
xor2: 2
No activity file was given, so power comes from the tool's default toggle rates.
