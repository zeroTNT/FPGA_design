$ cat ./design.v
`timescale 1ns / 1ps
module Decoder3x8(
	input [2:0] I, 		 
	input Enable,	 
	output reg [7:0] O);	 
	integer i;
	always @(*) begin
		if(Enable) begin
			for (i = 0; i<8 ; i=i+1) begin
				if (I == i) O[i] = 1'b1;
				else O[i] = 1'b0;
			end
		end
		else O = 8'b00000000;
	end
endmodule
`timescale 1ns / 1ps
module FA16b(
	input [15:0] A,
    input [15:0] B,
    input Cin,
    output [15:0] Sum,
    output Cout);
    wire [15:0] C;
    genvar i;
    generate
        for (i=0; i<16; i=i+1) begin: FA
            if (i==0) begin
                FA1b FA1b_inst(
                    .A(A[i]),
                    .B(B[i]),
                    .Cin(Cin),
                    .Sum(Sum[i]),
                    .Cout(C[i])
                );
            end else begin
                FA1b FA1b_inst(
                    .A(A[i]),
                    .B(B[i]),
                    .Cin(C[i-1]),
                    .Sum(Sum[i]),
                    .Cout(C[i])
                );
            end
        end
    endgenerate
    assign Cout = C[15];
endmodule
`timescale 1ns / 1ps
module FA16b2c(
	input [15:0] A,
    input [15:0] B,
    input Flag,
    input PSW_C,
    input ALUop,
    output [15:0] Sum,
    output Cout,
    output Z,
    output N);
    wire [15:0] oprandB;
    wire Cin;
    Mul2x1 M1(
        .addr(Flag),
        .I0(ALUop),
        .I1(PSW_C),
        .O(Cin)
    );
    assign oprandB = {16{ALUop}} ^ B;
    FA16b FA16b_inst(
        .A(A),
        .B(oprandB),
        .Cin(Cin),
        .Sum(Sum),
        .Cout(Cout)
    );
    assign Z = ~(|Sum);
    assign N = Sum[15];
endmodule
`timescale 1ns / 1ps
module FA1b(
	input A,
    input B,
    input Cin,
    output Sum,
    output Cout);
    assign {Cout, Sum} = A + B + Cin;
endmodule
`timescale 1ns / 1ps
module Mul16b2x1(
	input addr,
	input [15:0] D0,
	input [15:0] D1,
	output [15:0] F);
    genvar i;
    generate
        for (i = 0; i < 16; i = i + 1) begin: mux
            Mul2x1 M1(
                .addr(addr),
                .I0(D0[i]),
                .I1(D1[i]),
                .O(F[i])
            );
        end
    endgenerate
endmodule
`timescale 1ns / 1ps
module Mul16b8x1(
	input [2:0] addr,
	input [15:0] D0,
	input [15:0] D1,
	input [15:0] D2,
	input [15:0] D3,
	input [15:0] D4,
	input [15:0] D5,
	input [15:0] D6,
	input [15:0] D7,
	output reg [15:0] OutData);
    always @(*) begin
    	case (addr)
            3'b000: OutData = D0;
            3'b001: OutData = D1;
            3'b010: OutData = D2;
            3'b011: OutData = D3;
            3'b100: OutData = D4;
            3'b101: OutData = D5;
            3'b110: OutData = D6;
            3'b111: OutData = D7;
            default: OutData = 16'b0;
        endcase
    end
endmodule
`timescale 1ns / 1ps
module Mul2x1(
    input addr,
    input I0,
    input I1,
    output O);
	assign O = (addr) ? I1 : I0;
endmodule
`timescale 1ns / 1ps
module Mul3b2x1(
	input addr,
	input [2:0] D0,
	input [2:0] D1,
	output [2:0] F);
    genvar i;
    generate
        for (i = 0; i < 3; i = i + 1) begin: mux
            Mul2x1 M1(
                .addr(addr),
                .I0(D0[i]),
                .I1(D1[i]),
                .O(F[i])
            );
        end
    endgenerate
endmodule
`timescale 1ns / 1ps
module RFplusALU(
    input clk,
    input Reset,
    input WBRF,
    input WBresource,
    input RBresource,
    input OprandB,
    input LI,
    input Buff_OutR,
    input ALUop,
    input Flag,
    input PSW_C,
    input [10:0] Ins,
    input [15:0] WBData,
    input [15:0] MEMData,
    output [15:0] Rm,
    output [15:0] Rd,
    output [15:0] Sum,
    output [15:0] OutR_EXE,
    output C,
    output Z,
    output N,
    output [15:0] LI_EXE,
    output [15:0] OutR);
    wire clk_n = ~clk;
    wire [2:0] RB_addr;
    Mul3b2x1 M1(
        .addr(RBresource),
        .D0(Ins[4:2]),
        .D1(Ins[10:8]),
        .F(RB_addr)
    );
    wire [15:0] Data_Write;
    Mul16b2x1 M2(
        .addr(WBresource),
        .D0(WBData),
        .D1(MEMData),
        .F(Data_Write)
    );
    wire [15:0] AData;
    wire [15:0] BData;
    RegisterFile RF(
        .clk_n(clk),
        .WE(WBRF),
        .Waddr(Ins[10:8]),
        .Wdata(Data_Write),
        .Aaddr(Ins[7:5]),
        .Baddr(RB_addr),
        .Adata(AData),
        .Bdata(BData)
    );
	assign Rm = AData;
    assign Rd = BData;
    wire [15:0] ALUinB;
    Mul16b2x1 M3(
        .addr(OprandB),
        .D0(BData),
        .D1({10'b0, Ins[4:0]}),
        .F(ALUinB)
    );
    wire [15:0] LI_EXEbuffer;
    Mul16b2x1 M4(
        .addr(LI),
        .D0({8'b0, Ins[7:0]}),
        .D1({Ins[7:0], BData[7:0]}),
        .F(LI_EXEbuffer)
    );
    wire [15:0] oprandA_EXE;
    Reg16bClkEnR R1(
        .clk_n(clk_n),
        .clk_en(Buff_OutR),
        .rst(Reset),
        .D(AData),
        .Q(OutR)
    );
    Reg16bClkEn R1_2(
        .clk_n(clk_n),
        .clk_en(1'b1),
        .D(AData),
        .Q(oprandA_EXE)
    );
    assign OutR_EXE = oprandA_EXE;
    wire [15:0] oprandB_EXE;
    Reg16bClkEn R2(
        .clk_n(clk_n),
        .clk_en(1'b1),
        .D(ALUinB),
        .Q(oprandB_EXE)
    );
    Reg16bClkEn R3(
        .clk_n(clk_n),
        .clk_en(1'b1),
        .D(LI_EXEbuffer),
        .Q(LI_EXE)
    );
    FA16b2c FA(
        .A(oprandA_EXE),
        .B(oprandB_EXE),
        .Flag(Flag),
        .PSW_C(PSW_C),
        .ALUop(ALUop),
        .Sum(Sum),
        .Cout(C),
        .Z(Z),
        .N(N)
    );
endmodule
`timescale 1ns / 1ps
module Reg16bClkEn(
	input clk_n, 			 
	input clk_en,			 
	input [15:0] D,			 
	output reg [15:0] Q);	 
	always @(negedge clk_n) begin
		if (clk_en) Q <= D;
	end
endmodule
`timescale 1ns / 1ps
module Reg16bClkEnR(
	input clk_n, 			 
	input clk_en,			 
	input rst,				 
	input [15:0] D,			 
	output reg [15:0] Q);	 
	always @(negedge clk_n, posedge rst) begin
		if(rst) Q <= 16'b0;
		else if (clk_en) Q <= D;
	end
endmodule
`timescale 1ns / 1ps
module RegisterFile(
	input clk_n,				 
	input WE,					 
	input [2:0] Waddr,			 
	input [15:0] Wdata,			 
	input [2:0] Aaddr,			 
	input [2:0] Baddr,			 
	output [15:0] Adata,	 
	output [15:0] Bdata);	 
	wire [7:0] WEtarget;		 
	wire [15:0] regs [0:7];	 
	Decoder3x8 decoder(		 
		.I(Waddr),			 
		.Enable(WE),		 
		.O(WEtarget));		 
	genvar i;
	generate
		for (i = 0; i < 8; i = i + 1) begin: genReg
			Reg16bClkEn reg16b(
				.clk_n(clk_n),			 
				.clk_en(WEtarget[i]),	 
				.D(Wdata),				 
				.Q(regs[i]));			 
		end
	endgenerate
	Mul16b8x1 muxA(			 
		.addr(Aaddr),			 
		.D0(regs[0]),			 
		.D1(regs[1]),			 
		.D2(regs[2]),			 
		.D3(regs[3]),			 
		.D4(regs[4]),			 
		.D5(regs[5]),			 
		.D6(regs[6]),			 
		.D7(regs[7]),			 
		.OutData(Adata));		 
	Mul16b8x1 muxB(			 
		.addr(Baddr),			 
		.D0(regs[0]),			 
		.D1(regs[1]),			 
		.D2(regs[2]),			 
		.D3(regs[3]),			 
		.D4(regs[4]),			 
		.D5(regs[5]),			 
		.D6(regs[6]),			 
		.D7(regs[7]),			 
		.OutData(Bdata));		 
endmodule
$ cat ./run.sh
#!/bin/bash
# OpenROAD 26Q1-2900-gdf79404cd8, Yosys 0.63+post, stock flow scripts
make -C /OpenROAD-flow-scripts/flow DESIGN_CONFIG=/design/flow/config.mk WORK_HOME=/design/flow/orfs finish
$ cat ./config.mk
export PLATFORM = sky130hd
export DESIGN_NAME = RFplusALU
export DESIGN_NICKNAME = RFplusALU
export VERILOG_FILES = /design/flow/design.v
export SDC_FILE = /design/flow/constraint.sdc
export NUM_CORES = 4
export LEC_CHECK = 1
export CORE_UTILIZATION = 50
$ cat ./constraint.sdc
current_design RFplusALU

set clk_period 21.1
set clk_io_pct 0.2

create_clock -name clk0 -period $clk_period [get_ports {clk}]

set non_clock_inputs [all_inputs -no_clocks]
set_input_delay [expr $clk_period * $clk_io_pct] -clock clk0 $non_clock_inputs
set_output_delay [expr $clk_period * $clk_io_pct] -clock clk0 [all_outputs]
==> COMMIT_EDITMSG <==
Store results of the implementation flow

* Number of clock sinks: ~190
* Remaining max-slew budget at the tightest pin: 0.348
- Of the total power, the clock network draws 0.382.
* Core area: between 15000 and 20000 sq um
- Horiz. Die Dim: between 100 and 150 um
- Mean area per synthesized cell: 11.9 sq um
* Final routed wirelength across all metal layers: 25500 um
* Most used cells in the layout excluding fill and tap cells: sky130_fd_sc_hd__inv_1, sky130_fd_sc_hd__clkdlybuf4s50_1, sky130_fd_sc_hd__edfxtp_1
* Portion of the post-synthesis area used by sequential elements: 0.559
* Worst path slowest cell: sky130_fd_sc_hd__clkdlybuf4s50_1
* Setup TNS: 0 ns
- The detailed router placed ~7000 vias in this run.
- Overflow left after global routing: 0
- For the worst setup path, the data required time is 16.88 ns.
* Initial detailed-routing violation count: 323
- Critical path fanouts, max: 17
- The cell-mix breakdown from Yosys lists the simple-gate area share as 0.106.
- For the worst setup path, the data arrival time is 13.73 ns.
- The number of hold buffers added after CTS was 0.
- Unrepaired setup endpoints after global routing: no
- Post-synth EDFFs: 128
* Number of buffers added on ports: roughly 150
* Site row count: 49
- The synthesized netlist occupies a cell area of 9320 sq um.
- Avg WL per Cell: 20.5 um
- Worst Path Class, Setup: in2out
- Die height: 139 um
- Antenna repair during routing inserted a diode count of 0.
- Worst Setup Start Kind: input pin
- The placement summary gives the final routability congestion estimate as ~0.92.
- Peak supply drop: 0.0000581 V
- The tool flagged a number of max-cap violations equal to 0.
- Per the post-CTS timing run, clock transition at the registers of the reported paths is 0.07 ns.
- Once detail routing completed, the nets flagged for antenna violations numbered 0.
- Per the synthesis report, the number of distinct cell types is 60.
- The largest single stage delay on the critical path is about 0.51 ns.
* Share of total power in sequential cells: 0.421
- Fraction of power consumed by combinational cells: 0.197
- The most critical min-delay path falls under reg2reg.
- The share of the core area taken by cells at floorplan is 0.515.
- Relative to the synthesized area, the layout overhead comes to 25.9%.
- Share of total power consumed by net switching: 0.297
- I/O Pins: 153
- Adder and majority gate portion of the synthesized area: 0.0344
* Combinational family with the most area after synthesis: simple AND/OR/NAND/NOR gates
* Buffer and inverter count on the worst path: 4
- Share of post-route cells with drive strength above 1: 0.122
- No sink is reached through more buffers than the 2 on the longest clock path.
- The via count of the first global-routing pass came to 7283.
- The routed design shows a via density per instance of 5.55.
- Per the synthesis report, the XOR/XNOR share of the synthesized area is 0.0150.
- The transition time recorded at the tightest slew-check pin is 0.970 ns.
* Total DRC errors in the routed layout: 0
* Final setup slack of the worst path: 3.15 ns
* P_int: between 700 and 800 uW
* Primary flip-flop cell chosen by synthesis mapping: sky130_fd_sc_hd__edfxtp_1
- CTS tree: built
- After floorplanning, the die was sized to cover 19200 sq um.
- Post-synthesis register bit count: 192
* Antenna violations before repair: 0
- The flow ran to the end, and the final reports show no timing, DRC or antenna violations.
* Maximum frequency from static timing analysis: around 56 MHz
- Synthesized netlist cell count: 782
- Fin crit share: 0.851
- Post-CTS repair ended up resizing 0 cells.
- Detailed placement ended at an HPWL of ~17000 um.
- As reported, the later end of the worst-skew pair has a clock insertion delay of 0.46 ns.
- Mux frac, synth: 0.103
* Clock Skew: about 0.035 ns
- The worst setup path is captured at a primary output.
- Leakage: 0.00485 uW
- Pwr/cell area: 89.0 nW/um^2
- The kind of cell with the highest combined delay along the critical path is adder cells.
- STA on the placed design reports a worst setup slack of 3.08 ns.
* Number of max-slew violations in the final report: 0
- Setup bufs post-CTS: 0
* Switching power of the nets: a little over 300 uW
- Per the CTS log, the root buffer master is sky130_fd_sc_hd__clkbuf_16.
- Number of buffers added by the clock tree synthesis step: 17
- For this design, Yosys synthesis ends with a cell count of roughly 780.
- The final timing report lists a hold violation count of 0.
- Synth warnings: 6
- In this design, the critical path's most frequently occurring cell is sky130_fd_sc_hd__fa_1.
- OpenROAD emitted warnings numbering 154.
- The H-tree was split into 4 levels.
- First-pass GRT wire length: approximately 40000 um
* Global router's overall resource usage: 0.298
- Most frequently placed logic cell in the final layout: sky130_fd_sc_hd__inv_1
* First-pass iteration count of the detailed router: 24
* AND-OR/OR-AND share of the synthesized area: 0.0979
- Of all flip-flops after synthesis, the portion carrying an async set or reset was 0.0833.
* Ordered list of cells on the worst path: clkdlybuf4s50_1 -> buf_4 -> mux2i_1 -> fa_1 -> fa_1 -> fa_1 -> fa_1 -> fa_1 -> fa_1 -> fa_1 -> fa_1 -> fa_1 -> fa_1 -> fa_1 -> fa_1 -> fa_1 -> fa_1 -> fa_1 -> inv_1 -> fa_1 -> or4_1 -> nor4_1 -> clkdlybuf4s50_1
- For this run, the chip area from Yosys synthesis comes to 9320 sq um.
- The end-of-flow timing check tallies setup violations at 0.
- The final timing report derives a shortest allowable period of 17.95 ns.
- Maximum number of pins on one net before global-route repair: 48
## routing by layer
| metal | part of all wire | track usage | wire length, um | up-vias |
|---|---|---|---|---|
| met3 | 0.14 | 0.186 | 3580 | 35 |
| met1 | 0.37 | 0.394 | 9560 | 3224 |
| li1 | - | - | - | 3218 |
| met4 | 0.018 | 0.0846 | 456 | 0 |
| met2 | 0.47 | 0.429 | 11900 | 442 |
| met5 | 0 | 0.00752 | 0 | - |
## sequential cells by signal, summed over array words and instances, names as in the netlist
name / flops
RF.genReg.reg16b.Q: 128
R1.Q: 16
R1_2.Q: 16
R2.Q: 16
R3.Q: 16
## Yosys cell counts, drive strengths merged, types with 2 or more instances
master   count  area [sq um]
o221ai       5          43.8
a32oi        2          25.0
a22oi       12          90.1
nor2b       11          68.8
nor2        54           203
nand4        7          43.8
o32a         2          20.0
mux2i       24           265
mux2        51           582
nand2       75           282
xnor2       15           131
nand3b       2          15.0
buf         81           556
edfxtp     128          3840
a22o         6          52.6
inv         48           180
a31oi        8          50.1
dfxtp       48           961
mux4         5           113
a221oi      10           106
and3         5          31.3
clkbuf      14          52.6
o22a         8          70.1
nor3        20           105
nand3       25           125
o31ai        2          15.0
o21ai       12          60.1
fa          16           320
a21oi       18          97.6
dfrtp       16           400
o22ai        4          25.0
a211oi       5          42.5
nand2b       6          37.5
o221a        3          33.8
and2         9          56.3
o32ai        2          25.0
o2bb2ai      8          70.1
a311oi       5          43.8
## logic make-up after synthesis
kind of cell             count (synthesis)
AND-OR/OR-AND                          117
XOR/XNOR                                16
adder cells (fa/ha/maj)                 16
buffers and inverters                  144
flip-flops                             192
multiplexers                            80
AND/OR/NAND/NOR                        217
## metrics by stage
stage                     cell area (sq um)  total power (uW)  hold WS (ns)   util  cells
after floorplan                        9320               600         0.456      -    782
after global placement                10700               686         0.489  0.590   1088
after detailed placement              10700               687         0.495  0.590   1088
after CTS                             11700              1060         0.512  0.648   1247
after global routing                  11700              1110         0.526  0.648   1247
final                                 11700              1040         0.506  0.648   1247
## layout make-up
class                           instances  area [sq um]
Inverter                               48           180
Timing Repair Buffer                  172          1670
Fill cell                            1343          6360
Multi-Input combinational cell        446          3330
Clock inverter                        143           634
Tap cell                              229           287
Sequential cell                       192          5200
Clock buffer                           17           425
## worst paths after layout
| path | depth (start not counted) | start | slack, ns | end |
|---|---|---|---|---|
| max in group asynchronous | 2 | Reset | 16.41 | R1.Q[4] |
| min in group asynchronous | 2 | Reset | 4.22 | R1.Q[14] |
| hold reg to reg | 1 | R1.Q[5] | 0.51 | R1.Q[5] |
| hold / removal | 1 | R1.Q[5] | 0.51 | R1.Q[5] |
| setup reg to reg | 5 | RF.genReg[5].reg16b.Q[1] | 8.79 | R1.Q[1] |
| setup / recovery | 23 | ALUop | 3.15 | Z |
## power groups by stage
stage / Clock [uW] / Sequential (uW) / Combinational [uW]
4_1_cts: 412 / 439 / 206
5_1_grt: 444 / 441 / 225
6_report: 399 / 439 / 205
Power is estimated from default activity; no workload was simulated.
